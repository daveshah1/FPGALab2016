==> flow/design.v <==
module add3_ge5(iW,oA);
 input [3:0] iW; 
 output reg [3:0] oA;  
	always @ (iW)
		case (iW) 
			4'b0000: oA <= 4'b0000; 
			4'b0001: oA <= 4'b0001; 
			4'b0010: oA <= 4'b0010; 
			4'b0011: oA <= 4'b0011; 
			4'b0100: oA <= 4'b0100;
			4'b0101: oA <= 4'b1000; 
			4'b0110: oA <= 4'b1001; 
			4'b0111: oA <= 4'b1010; 
			4'b1000: oA <= 4'b1011; 
			4'b1001: oA <= 4'b1100;
			4'b1010: oA <= 4'b1101;	
			4'b1011: oA <= 4'b1110;	
			4'b1100: oA <= 4'b1111;	
			default: oA <= 4'b0000;  
		endcase 
endmodule
module bin2bcd8 (B, BCD_0, BCD_1, BCD_2);
	input [7:0]	B;		 
	output [3:0]	BCD_0, BCD_1, BCD_2;    
	wire [3:0]	w1,w2,w3,w4,w5,w6,w7;
	wire [3:0]	a1,a2,a3,a4,a5,a6,a7;
	add3_ge5 A1 (w1,a1);
	add3_ge5 A2 (w2,a2);
	add3_ge5 A3 (w3,a3);
	add3_ge5 A4 (w4,a4);
	add3_ge5 A5 (w5,a5);
	add3_ge5 A6 (w6,a6);
	add3_ge5 A7 (w7,a7);
	assign  w1 = {1'b0, B[7:5]};		 
	assign  w2 = {a1[2:0], B[4]};
	assign  w3 = {a2[2:0], B[3]};
	assign  w4 = {1'b0, a1[3], a2[3], a3[3]};
	assign  w5 = {a3[2:0], B[2]};
	assign  w6 = {a4[2:0], a5[3]};
	assign  w7 = {a5[2:0], B[1]};
	assign BCD_0 = {a7[2:0],B[0]};
	assign BCD_1 = {a6[2:0],a7[3]};
	assign BCD_2 = {2'b0,a4[3],a6[3]};
endmodule
==> flow/run.sh <==
#!/bin/bash
# OpenROAD 26Q1-2900-gdf79404cd8, Yosys 0.63+post, stock flow scripts
make -C /OpenROAD-flow-scripts/flow DESIGN_CONFIG=/design/flow/config.mk WORK_HOME=/design/flow/orfs finish
==> flow/config.mk <==
export PLATFORM = sky130hd
export DESIGN_NAME = bin2bcd8
export DESIGN_NICKNAME = bin2bcd8
export VERILOG_FILES = /design/flow/design.v
export SDC_FILE = /design/flow/constraint.sdc
export NUM_CORES = 4
export LEC_CHECK = 1
export CORE_AREA = 10 10 76 76
export DIE_AREA = 0 0 86 86
==> flow/constraint.sdc <==
current_design bin2bcd8

set clk_period 5.2
set clk_io_pct 0.2

create_clock -name clk0 -period $clk_period

set non_clock_inputs [all_inputs -no_clocks]
set_input_delay [expr $clk_period * $clk_io_pct] -clock clk0 $non_clock_inputs
set_output_delay [expr $clk_period * $clk_io_pct] -clock clk0 [all_outputs]
==> results.yml <==
# implementation run metrics
status:
  status: "finished, final reports clean"
placement:
  pre_cts_slack_ns: -0.945
  io_buffers: 16
  place_inst: 239
  hpwl_um: 1990
  gp_congestion: 0.811
routing:
  antenna_left: 0
  wl_per_cell_um: 10.2
  n_antenna_cell: 0
  first_iter_violations: 49
  drc: 0
  routed_via_density: 4.56
  via_count: 1162
  drt_pre_antenna_iters: 3
  wirelength_um: 2600
grt:
  antenna_found_initial: 0
  track_usage_pct: 6.91
  top_usage_layer: "met2"
  grt_pass1_vias: 1134
  grtUsageMet1_pct: 9.41
  grt-ovfl-total: 0
  grt_max_degree: 9
  grt_util_met3_pct: 0.381
  grt_first_pass_wirelength_um: 4740
  grt_use_met2_pct: 12.3
power_and_ir_drop:
  seq_power_share_pct: 0
  peakVddDrop_uv: 39.8
  p_clk_share_pct: 0
  intPower_w: 0.000161
  switching_share_pct: 41.8
  power.leakage_nw: 0.823
  p_sw_w: 0.000116
  p_per_area_nw_per_um2: 158
  combinationalPowerShare_pct: 100.0
critical_path:
  worst-setup-path-type: "in2out"
  cpPeakStageDelay_ns: 0.41
  path_delay_family: "AND-OR/OR-AND gates"
  critPathBufInv: 5
  crit_required_ns: 4.16
  crit_path_start_kind: "input port"
  cp_max_fo: 3
  critPathSlowestCell: "clkdlybuf4s50_1"
  cp-end-kind: "output port"
  worstPathCellList: "buf_8 > nor2b_4 > nand2_2 > o21ai_4 > ha_2 > nand2_2 > a21oi_2 > or2_4 > inv_4 > ha_4 > nor3_4 > a31oi_1 > o21a_2 > inv_2 > ha_4 > o32ai_2 > xor2_1 > buf_4 > o21ai_1 > o22a_1 > clkdlybuf4s50_1"
  cp.arrival_ns: 4.16
logic_synthesis:
  ys_seq_share_pct: 0
  synth_cell_types: 43
  yosysWarnings: 1
  syn_inst: 135
  yosys_area_um2: 943
  ys_cells: 135
  syn-cell-area_um2: 943
  synth.avg_cell_area_um2: 6.99
finish:
  syn2layout_area_growth_pct: 85.7
  seq_area_um2: 0
  drive_gt1_share_pct: 54.1
  final_core_util_pct: 42.6
  layout_top_cell: "buf_4"
  ff_count: 0
  final_cell_count_no_fill: 255
  lay_top_cells: "buf_4 (57), nand2_1 (10), inv_1 (9)"
  clock_buffers: 0
  fillCellCount: 400
final_timing:
  rsz0062_at_grt: "yes"
  finalClockPeriodUsage_pct: 100
  final_hold_viol_count: 0
  fmax_mhz: 192
  slew_violations: 0
  postLayoutSetupSlackWorst_ns: 0.00200
  setup_violations: 0
  min_period_ns: 5.20
floorplan:
  fp.dieW_um: 86
  die-area_um2: 7400
  fp_util_pct: 22.9
  die_y_um: 86
  rows: 23
  coreArea_um2: 4120
  io_pins: 20
clocking:
  hold_buffers: 0
worst_hold_path:
  hp-class: "in2out"
flow_run:
  max_cap_violations: 0
  tool_warnings: 45
==> synth_stat cells, drive strengths merged, types with 3 or more instances <==
library cell / number / area share, %
o211ai: 3 / 2.4
xnor2: 3 / 2.8
buf: 5 / 4.1
nand2b: 5 / 3.3
a21oi: 9 / 4.8
o21a: 3 / 2.4
or2: 3 / 2.0
o21ai: 12 / 6.4
nor3: 4 / 2.1
nor2: 5 / 2.0
ha: 16 / 21
mux2i: 5 / 6.6
a22oi: 5 / 4.0
a221o: 3 / 3.2
inv: 12 / 4.8
nand2: 13 / 5.2
==> worst paths after layout <==
| kind | startpoint | to | slack, ns | depth (start not counted) |
|---|---|---|---|---|
| hold / removal | B[0] | BCD_0[0] | 2.08 | 0 |
| setup / recovery | B[7] | BCD_2[0] | 0.002 | 21 |
==> metrics by stage <==
step	hold WS [ns]	cell area (um^2)	power, W	TNS [ns]
2_1_floorplan	2.15	978	0.000121	0
3_3_place_gp	2.08	1480	0.000234	-5.92
3_5_place_dp	2.08	1480	0.000235	-6.49
4_1_cts	2.08	1650	0.000259	-0.0588
5_1_grt	2.08	1750	0.000311	-0.853
6_report	2.08	1750	0.000276	0
==> metal layers <==
layer  vias to the layer above  routed length [um]
li1                        625                   -
met1                       526                1270
met2                        11                1270
met3                         0                  59
met4                         0                   0
met5                         -                   0
==> power groups by stage <==
stage	sequential (W)	clock [W]	combinational (W)
after CTS	0	0	0.000259
after global routing	0	0	0.000311
final	0	0	0.000276
==> cell families (layout without fill, tap and decap cells) <==
| group | Yosys count | in the layout | synth area share, % |
|---|---|---|---|
| compound gates | 44 | 44 | 31.6 |
| simple gates | 43 | 43 | 23.5 |
| buf+inv | 19 | 88 | 9.68 |
| fa+ha+maj | 16 | 16 | 21.2 |
| mux | 7 | 7 | 9.02 |
| xor+xnor | 5 | 5 | 4.64 |
| other cells | 1 | 2 | 0.397 |
==> final cells by class <==
cell class / count / area, um^2 / share of cell area (%)
inverter: 12 / 47.5 / 2.71
multi-input combinational: 117 / 1040 / 59.6
tap: 50 / 62.6 / 3.57
timing repair buffer: 76 / 597 / 34.1
==> timing repair <==
action	in CTS	in global routing
endpoints found under the setup margin	8	8
pin swaps	21	13
setup buffers	12	4
gates resized	49	31
hold endpoints to repair	0	0
Power and IR drop assume default switching activity.
