[./run.sh]
#!/bin/bash
# OpenROAD 26Q1-2900-gdf79404cd8, Yosys 0.63+post, stock flow scripts
make -C /OpenROAD-flow-scripts/flow DESIGN_CONFIG=/design/flow/config.mk WORK_HOME=/design/flow/orfs finish
[./config.mk]
export PLATFORM = sky130hd
export DESIGN_NAME = ex6_top
export DESIGN_NICKNAME = ex6_top
export VERILOG_FILES = /design/flow/design.v
export SDC_FILE = /design/flow/constraint.sdc
export NUM_CORES = 4
export LEC_CHECK = 1
export CORE_UTILIZATION = 40
[./constraint.sdc]
current_design ex6_top

set clk_period 19.2
set clk_io_pct 0.2

create_clock -name clk0 -period $clk_period [get_ports {CLOCK_50}]

set non_clock_inputs [all_inputs -no_clocks]
set_input_delay [expr $clk_period * $clk_io_pct] -clock clk0 $non_clock_inputs
set_output_delay [expr $clk_period * $clk_io_pct] -clock clk0 [all_outputs]
[./design.v]
module add3_ge5(iW,oA);
 input [3:0] iW; 
 output reg [3:0] oA;  
	always @ (iW)
		case (iW) 
			4'b0000: oA <= 4'b0000; 
			4'b0001: oA <= 4'b0001; 
			4'b0010: oA <= 4'b0010; 
			4'b0011: oA <= 4'b0011; 
			4'b0100: oA <= 4'b0100;
			4'b0101: oA <= 4'b1000; 
			4'b0110: oA <= 4'b1001; 
			4'b0111: oA <= 4'b1010; 
			4'b1000: oA <= 4'b1011; 
			4'b1001: oA <= 4'b1100;
			4'b1010: oA <= 4'b1101;	
			4'b1011: oA <= 4'b1110;	
			4'b1100: oA <= 4'b1111;	
			default: oA <= 4'b0000;  
		endcase 
endmodule
module bin2bcd_16 (B, BCD_0, BCD_1, BCD_2, BCD_3, BCD_4);
	input [15:0]	B;		 
	output [3:0]	BCD_0, BCD_1, BCD_2, BCD_3, BCD_4;    
	wire [3:0]	w1,w2,w3,w4,w5,w6,w7,w8,w9,w10,w11,w12,w13;
	wire [3:0]	w14,w15,w16,w17,w18,w19,w20,w21,w22,w23,w24,w25;
	wire [3:0]	w26,w27,w28,w29,w30,w31,w32,w33,w34,w35;
	wire [3:0]	a0,a1,a2,a3,a4,a5,a6,a7,a8,a9,a10,a11,a12,a13;
	wire [3:0]	a14,a15,a16,a17,a18,a19,a20,a21,a22,a23,a24,a25;
	wire [3:0]	a26,a27,a28,a29,a30,a31,a32,a33,a34,a35;
	add3_ge5 A1 (w1,a1);
	add3_ge5 A2 (w2,a2);
	add3_ge5 A3 (w3,a3);
	add3_ge5 A4 (w4,a4);
	add3_ge5 A5 (w5,a5);
	add3_ge5 A6 (w6,a6);
	add3_ge5 A7 (w7,a7);
	add3_ge5 A8 (w8,a8);
	add3_ge5 A9 (w9,a9);
	add3_ge5 A10 (w10,a10);
	add3_ge5 A11 (w11,a11);
	add3_ge5 A12 (w12,a12);
	add3_ge5 A13 (w13,a13);
	add3_ge5 A14 (w14,a14);
	add3_ge5 A15 (w15,a15);
	add3_ge5 A16 (w16,a16);
	add3_ge5 A17 (w17,a17);
	add3_ge5 A18 (w18,a18);
	add3_ge5 A19 (w19,a19);
	add3_ge5 A20 (w20,a20);
	add3_ge5 A21 (w21,a21);
	add3_ge5 A22 (w22,a22);
	add3_ge5 A23 (w23,a23);
	add3_ge5 A24 (w24,a24);
	add3_ge5 A25 (w25,a25);
	add3_ge5 A26 (w26,a26);
	add3_ge5 A27 (w27,a27);
	add3_ge5 A28 (w28,a28);
	add3_ge5 A29 (w29,a29);
	add3_ge5 A30 (w30,a30);
	add3_ge5 A31 (w31,a31);
	add3_ge5 A32 (w32,a32);
	add3_ge5 A33 (w33,a33);
	add3_ge5 A34 (w34,a34);
	add3_ge5 A35 (w35,a35);
	assign  w1 = {1'b0,B[15:13]};		 
	assign  w2 = {a1[2:0], B[12]};		
	assign  w3 = {a2[2:0], B[11]};		
	assign  w4 = {1'b0,a1[3],a2[3],a3[3]};
	assign  w5 = {a3[2:0], B[10]};
	assign  w6 = {a4[2:0], a5[3]};
	assign  w7 = {a5[2:0], B[9]};
	assign  w8 = {a6[2:0], a7[3]};
	assign  w9 = {a7[2:0], B[8]};
	assign  w10 = {1'b0, a4[3], a6[3], a8[3]};
	assign  w11 = {a8[2:0], a9[3]};
	assign  w12 = {a9[2:0], B[7]};
	assign  w13 = {a10[2:0], a11[3]};
	assign  w14 = {a11[2:0], a12[3]};
	assign  w15 = {a12[2:0], B[6]};
	assign  w16 = {a13[2:0], a14[3]};
	assign  w17 = {a14[2:0], a15[3]};
	assign  w18 = {a15[2:0], B[5]};
	assign  w19 = {1'b0, a10[3], a13[3], a16[3]};
	assign  w20 = {a16[2:0], a17[3]};
	assign  w21 = {a17[2:0], a18[3]};
	assign  w22 = {a18[2:0], B[4]};
	assign  w23 = {a19[2:0], a20[3]};
	assign  w24 = {a20[2:0], a21[3]};
	assign  w25 = {a21[2:0], a22[3]};
	assign  w26 = {a22[2:0], B[3]};
	assign  w27 = {a23[2:0], a24[3]};
	assign  w28 = {a24[2:0], a25[3]};
	assign  w29 = {a25[2:0], a26[3]};
	assign  w30 = {a26[2:0], B[2]};
	assign  w31 = {1'b0,a19[3], a23[3], a27[3]};
	assign  w32 = {a27[2:0], a28[3]};
	assign  w33 = {a28[2:0], a29[3]};
	assign  w34 = {a29[2:0], a30[3]};
	assign  w35 = {a30[2:0], B[1]};
	assign BCD_0 = {a35[2:0],B[0]};
	assign BCD_1 = {a34[2:0],a35[3]};
	assign BCD_2 = {a33[2:0],a34[3]};
	assign BCD_3 = {a32[2:0],a33[3]};
	assign BCD_4 = {a31[2:0],a32[3]};	
endmodule
module counter_16(clock,
                  reset_n,
                  enable,
                  count);
  parameter BIT_SZ = 16;
  input clock;
  input reset_n;
  input enable;
  output [BIT_SZ-1:0] count;
  reg[BIT_SZ-1:0] count;
  initial count = 0;
  always @ (posedge clock)
    if (reset_n == 1'b0)
      count <= 0;
    else if(enable == 1'b1)
      count <= count + 1'b1;
endmodule
module div_50000(clock, ce_out);
  parameter COUNT_MAX = 50000;
  input clock;
  output ce_out;
  reg[15:0] count;
  reg ce_out;
  initial count = 0;
  always @ (posedge clock)
    if (count == COUNT_MAX - 1) begin
      count <= 16'h0000;
      ce_out <= 1;
     end else begin
      count <= count + 1'b1;
      ce_out <= 0;
     end;
endmodule
module ex6_top(CLOCK_50, KEY, SW, HEX0, HEX1, HEX2, HEX3, HEX4);
  input CLOCK_50;
  input [3:0] KEY;
  input [7:0] SW;
  output [6:0] HEX0, HEX1, HEX2, HEX3, HEX4;
  wire tick, count_en;
  wire [15:0] count;
  wire [3:0] BCD0, BCD1, BCD2, BCD3, BCD4;
  wire [6:0] HEX0, HEX1, HEX2, HEX3, HEX4;
  div_50000  CLKDIV (CLOCK_50, tick);
  assign count_en = tick & (~KEY[0]);
  counter_16 COUNT15 (CLOCK_50, KEY[1], count_en, count);
  bin2bcd_16 B2BCD (count, BCD0, BCD1, BCD2, BCD3, BCD4);
  hex_to_7seg SEG0 (HEX0, BCD0);
  hex_to_7seg SEG1 (HEX1, BCD1);
  hex_to_7seg SEG2 (HEX2, BCD2);
  hex_to_7seg SEG3 (HEX3, BCD3);
  hex_to_7seg SEG4 (HEX4, BCD4);
endmodule
module hex_to_7seg(seg_out,hex_in);
  output [6:0] seg_out;
  input [3:0] hex_in;
  reg [6:0] seg_out;
  always @(*)
    case(hex_in)
      4'h0: seg_out = 7'b1000000;
      4'h1: seg_out = 7'b1111001;
      4'h2: seg_out = 7'b0100100;
      4'h3: seg_out = 7'b0110000;
      4'h4: seg_out = 7'b0011001;
      4'h5: seg_out = 7'b0010010;
      4'h6: seg_out = 7'b0000010;
      4'h7: seg_out = 7'b1111000;
      4'h8: seg_out = 7'b0000000;
      4'h9: seg_out = 7'b0011000;
      4'ha: seg_out = 7'b00001000;
      4'hb: seg_out = 7'b0000011;
      4'hc: seg_out = 7'b1000110;
      4'hd: seg_out = 7'b0100001;
      4'he: seg_out = 7'b0000110;
      4'hf: seg_out = 7'b0001110;
    endcase
endmodule
==> reports/summary.txt <==
most frequent cells in the layout = ha_1, nand2_1, nor2_1
Vias per Instance = 5.59
Worst path most repeated cell = inv_1
clock root buffer master = clkbuf_16
Final Cell Area = 10100 um2
hold endpoint = CLKDIV.count[0]
CP max stage cell = nor2b_1
post-detailed-route wirelength per cell = 12.9 um
skew final = 0.00795 ns
first-pass GRT wire length = 35600 um
final hold violations = 0
Placer Congestion = 0.900
ys flop type = dfxtp_1
Final Setup Violations = 0
residual overflow from global routing = 0
Max Fclk = 57.0 MHz
Port Buffer Count = 37
Latency at later pin = 0.27 ns
critical path type = reg -> out
DP HPWL = 16000 um
Area after DPL = 9990 um2
Syn. warnings = 4
logic gate share of total power = 0.007
Slew headroom = 0.388
Yosys cell types = 119
RSZ-0062 raised after global routing = no
Clock Pin Slew Worst Setup and Hold Paths = 0.05 ns
Post-synth seq share = 0.0701
Synth Instances = 1228
Dominant cell area share = 0.169
Yosys chip area = 9420 um2
postcts setup bufs = 0
pwr/cell area = 14.3 nW/um2
internal cell power = 0.116 mW
VDD IR-drop max = 0.0621 mV
share of power burned in registers = 0.474
CTS tree = yes
Total Routed Length = 20100 um
Hold Path Origin = CLKDIV.count[0]
PnR worst setup slack = 1.66 ns
sw frac = 0.195
Worst setup EP type = output port
r2r setup slk = 17.06 ns
Crit path max-delay family = AND-OR/OR-AND gates
Yosys top cell by area = ha_1
Synth area leaders = ha_1, dfxtp_1, mux2i_1, nand2_1, nor2_1
number of cell rows = 55
fillers = 2339
syn_area_per_cell = 7.67 um2
largest net degree at the start of global routing = 23
First-pass DRT Iterations = 7
fraction of layout cells with a size suffix above 1 = 0.101
Longest Clk Path Bufs = 2
Iter 0 DRT Violations = 658
Core Area = 22800 um2
Sink Count = 33
status = finished clean
Top cell excl fill/tap = ha_1
Ports = 48
synthesized area = 9420 um2
Setup WS pre-CTS = 1.97 ns
setup TNS = 0 ns
Worst EP required = 15.36 ns
Hold Path Class = reg -> reg
CTS Hold Bufs = 0
chip height = 155 um
Post-synth EDFFs = 0
worst hold slack = 0.437 ns
Tmin final = 17.54 ns
post-route antenna net violation count = 0
crit start category = register
CP max FO = 10
CTS Buf Count = 5
number of antenna violations at the first check in global routing = 0
FF-to-FF End = CLKDIV.count[9]
share of flip-flops with an asynchronous set or reset = 0
CP arrival = 13.70 ns
reg2reg start = CLKDIV.count[8]
ratio of final minimum period to clock period = 0.913
hold path cells = 1
buffers plus inverters on the worst setup path = 14
Die X = 155 um
via count = 8683
ANT cells = 0
post-CTS sizing = 0
NetSw = 0.0283 mW
htree depth = 2
Total Routing Usage GR = 0.169
Worst Tran Pin Value = 0.914 ns
Clock power frac = 0.520
Synth Register Bits = 33
Yosys Instances = 1228
die area = 24200 um2
count of final max-slew check failures = 0
reg2reg path depth = 6
Pleak = 4.28 nW
initial core utilization = 0.412
Max Cap Viol = 0
Area Growth Syn to Fin = 7.57%
number of global-route vias before repair = 7764
drc violations = 0
CP max stage delay = 0.52 ns
Log Warnings = 131
## area by class of cell
type	instances	area [um2]	share of cell area
clock inverter	3	17.5	0.00173
multi-input combinational	1060	8170	0.806
clock buffer	5	125	0.0123
timing repair buffer	41	400	0.0395
inverter	99	372	0.0367
tap	313	392	0.0386
sequential	33	661	0.0652
## power groups by stage
| stage | logic, mW | clock network [mW] | registers (mW) |
|---|---|---|---|
| CTS | 0.000972 | 0.0780 | 0.0685 |
| finish | 0.000942 | 0.0752 | 0.0685 |
| global route | 0.00101 | 0.0808 | 0.0685 |
## flip-flops by register name, summed over array words and instances, names as in the netlist
signal,count
COUNT15.count,16
CLKDIV.count,16
CLKDIV.ce_out,1
## per-stage QoR
step           instances  power, mW  utilization
4_1_cts             1554      0.147        0.444
2_1_floorplan       1228     0.0703            -
3_5_place_dp        1546     0.0709        0.437
6_report            1554      0.145        0.444
3_3_place_gp        1546     0.0710        0.437
5_1_grt             1554      0.150        0.444
## kinds of logic after synthesis
family / count (synthesis) / share of synthesized area
and+or+nand+nor: 442 / 0.240
AOI/OAI and AO/OA: 349 / 0.301
buffers and inverters: 135 / 0.0629
adders and majority gates: 132 / 0.174
muxes: 88 / 0.105
xor gates and xnor gates: 49 / 0.0471
DFF: 33 / 0.0701
## worst max path at each step
stage,startpoint,endpoint,slack [ns],depth (start not counted)
finish,COUNT15.count[15],HEX2[3],1.66,65
global route,COUNT15.count[15],HEX2[3],0.15,65
CTS,COUNT15.count[15],HEX2[3],1.63,65
## Yosys cell counts (all sizes together) (26+ instances only)
cell type,n
nor2,109
dfxtp,33
ha,127
a21oi,52
nand2,111
mux2i,60
nand3,35
inv,99
xnor2,40
o21ai,50
and2,29
nor3,40
mux2,26
## layer usage
metal  up-vias  wire (um)  global-route usage
li1       4584          -                   -
met1      3993      10600               0.257
met2        99       9030               0.281
met3         7        350             0.00482
met4         0         66             0.00794
met5         -          0                   0
Power is estimated from default activity; no workload was simulated.
